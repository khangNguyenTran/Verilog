--- design/flow/config.mk ---
export PLATFORM = sky130hd
export DESIGN_NAME = mux4to1_rtl_32b
export DESIGN_NICKNAME = mux4to1_rtl_32b
export VERILOG_FILES = /design/flow/design.v
export SDC_FILE = /design/flow/constraint.sdc
export NUM_CORES = 4
export LEC_CHECK = 1
export CORE_AREA = 10 10 84 84
export DIE_AREA = 0 0 94 94
--- design/flow/constraint.sdc ---
current_design mux4to1_rtl_32b

set clk_period 1.0
set clk_io_pct 0.2

create_clock -name clk0 -period $clk_period

set non_clock_inputs [all_inputs -no_clocks]
set_input_delay [expr $clk_period * $clk_io_pct] -clock clk0 $non_clock_inputs
set_output_delay [expr $clk_period * $clk_io_pct] -clock clk0 [all_outputs]
--- design/flow/design.v ---
module and_32x1(o_data, i_data, i_bit);
  output[31:0] o_data;
  input[31:0] i_data;
  input i_bit;
  assign o_data[0] = i_data[0] & i_bit;
  assign o_data[1] = i_data[1] & i_bit;
  assign o_data[2] = i_data[2] & i_bit;
  assign o_data[3] = i_data[3] & i_bit;
  assign o_data[4] = i_data[4] & i_bit;
  assign o_data[5] = i_data[5] & i_bit;
  assign o_data[6] = i_data[6] & i_bit;
  assign o_data[7] = i_data[7] & i_bit;
  assign o_data[8] = i_data[8] & i_bit;
  assign o_data[9] = i_data[9] & i_bit;
  assign o_data[10] = i_data[10] & i_bit;
  assign o_data[11] = i_data[11] & i_bit;
  assign o_data[12] = i_data[12] & i_bit;
  assign o_data[13] = i_data[13] & i_bit;
  assign o_data[14] = i_data[14] & i_bit;
  assign o_data[15] = i_data[15] & i_bit;
  assign o_data[16] = i_data[16] & i_bit;
  assign o_data[17] = i_data[17] & i_bit;
  assign o_data[18] = i_data[18] & i_bit;
  assign o_data[19] = i_data[19] & i_bit;
  assign o_data[20] = i_data[20] & i_bit;
  assign o_data[21] = i_data[21] & i_bit;
  assign o_data[22] = i_data[22] & i_bit;
  assign o_data[23] = i_data[23] & i_bit;
  assign o_data[24] = i_data[24] & i_bit;
  assign o_data[25] = i_data[25] & i_bit;
  assign o_data[26] = i_data[26] & i_bit;
  assign o_data[27] = i_data[27] & i_bit;
  assign o_data[28] = i_data[28] & i_bit;
  assign o_data[29] = i_data[29] & i_bit;
  assign o_data[30] = i_data[30] & i_bit;
  assign o_data[31] = i_data[31] & i_bit;
endmodule
module mux2to1_rtl(o_res, i_sel, i_data0, i_data1);
  parameter n = 32;  
  output[n-1:0] o_res;
  input i_sel;
  input[n-1:0]  i_data0, i_data1;
  wire[n-1:0] tmp[1:0];
  wire sel_;
  assign sel_ = ~i_sel;
  and_nx1 #(n) a0(.o_data(tmp[0]), .i_data(i_data0), .i_bit(sel_));
  and_nx1 #(n) a1(.o_data(tmp[1]), .i_data(i_data1), .i_bit(i_sel));
  assign o_res = tmp[0] | tmp[1];
endmodule
module mux4to1_rtl(o_res, i_sel, i_data0, i_data1, i_data2, i_data3);
  parameter n = 32;  
  output[n-1:0] o_res;
  input[1:0] i_sel;
  input[n-1:0]  i_data0, i_data1, i_data2, i_data3;
  wire[n-1:0] w0[3:0], w1[3:0];
  wire[1:0] sel_;
  assign sel_ = ~i_sel;  
  assign w0[0] =  sel_[1] &  sel_[0];
  assign w0[1] =  sel_[1] & i_sel[0];
  assign w0[2] = i_sel[1] &  sel_[0];
  assign w0[3] = i_sel[1] & i_sel[0];
  and_nx1 #(n) and_nx10(.o_data(w1[0]), .i_data(i_data0), .i_bit(w0[0]));
  and_nx1 #(n) and_nx11(.o_data(w1[1]), .i_data(i_data1), .i_bit(w0[1]));
  and_nx1 #(n) and_nx12(.o_data(w1[2]), .i_data(i_data2), .i_bit(w0[2]));
  and_nx1 #(n) and_nx13(.o_data(w1[3]), .i_data(i_data3), .i_bit(w0[3]));
  assign o_res = w1[0] | w1[1] | w1[2] | w1[3];
endmodule
module mux2to1_rtl_1b(o_res, i_sel, i_bit0, i_bit1);
  output o_res;
  input i_sel;
  input i_bit0, i_bit1;
  wire tmp[1:0];
  assign tmp[0] = ~i_sel  & i_bit0;
  assign tmp[1] = i_sel & i_bit1;
  assign o_res  = tmp[0] | tmp[1];
endmodule
module mux4to1_rtl_1b(o_res, i_sel, i_data0, i_data1, i_data2, i_data3);
  output o_res;
  input[1:0] i_sel;
  input i_data0, i_data1, i_data2, i_data3;
  wire tmp[3:0];
  assign tmp[0] = ~i_sel[1] & ~i_sel[0] & i_data0;
  assign tmp[1] = ~i_sel[1] & i_sel[0]  & i_data1;
  assign tmp[2] = i_sel[1]  & ~i_sel[0] & i_data2;
  assign tmp[3] = i_sel[1]  & i_sel[0]  & i_data3;
  assign o_res  = tmp[0] | tmp[1] | tmp[2] | tmp[3];
endmodule
module mux2to1_rtl_32b(o_res, i_sel, i_data0, i_data1);
  output[31:0] o_res;
  input i_sel;
  input[31:0] i_data0, i_data1;
  wire[1:0] tmp;
  wire[31:0] res[1:0];
  assign tmp[0] = !i_sel;
  assign tmp[1] =  i_sel;
  and_32x1 a0(.o_data(res[0]), .i_bit(tmp[0]), .i_data(i_data0));
  and_32x1 a1(.o_data(res[1]), .i_bit(tmp[1]), .i_data(i_data1));
  assign o_res = res[0] | res[1];
endmodule
module mux4to1_rtl_32b(o_res, i_sel, i_data0, i_data1, i_data2, i_data3);
  output[31:0] o_res;
  input[1:0] i_sel;
  input[31:0] i_data0, i_data1, i_data2, i_data3;
  wire[3:0] tmp;
  wire[31:0] res[3:0];
  assign tmp[0] = (!i_sel[1]  & !i_sel[0]);
  assign tmp[1] = (!i_sel[1]  &  i_sel[0]);
  assign tmp[2] = ( i_sel[1]  & !i_sel[0]);
  assign tmp[3] = ( i_sel[1]  &  i_sel[0]);
  and_32x1 a0(.o_data(res[0]), .i_bit(tmp[0]), .i_data(i_data0));
  and_32x1 a1(.o_data(res[1]), .i_bit(tmp[1]), .i_data(i_data1));
  and_32x1 a2(.o_data(res[2]), .i_bit(tmp[2]), .i_data(i_data2));
  and_32x1 a3(.o_data(res[3]), .i_bit(tmp[3]), .i_data(i_data3));
  assign o_res  = res[0] | res[1] | res[2] | res[3];
endmodule
module mux8to1_rtl_32b(o_res, i_sel, i_data0, i_data1, i_data2, i_data3, i_data4, i_data5, i_data6, i_data7);
  output[31:0] o_res;
  input[2:0] i_sel;
  input[31:0] i_data0, i_data1, i_data2, i_data3, i_data4, i_data5, i_data6, i_data7;
  wire[7:0] tmp;
  wire[31:0] res[7:0];
  assign tmp[0] = (!i_sel[2] & !i_sel[1]  & !i_sel[0]);
  assign tmp[1] = (!i_sel[2] & !i_sel[1]  &  i_sel[0]);
  assign tmp[2] = (!i_sel[2] &  i_sel[1]  & !i_sel[0]);
  assign tmp[3] = (!i_sel[2] &  i_sel[1]  &  i_sel[0]);
  assign tmp[4] = (i_sel[2]  & !i_sel[1]  & !i_sel[0]);
  assign tmp[5] = (i_sel[2]  & !i_sel[1]  &  i_sel[0]);
  assign tmp[6] = (i_sel[2]  &  i_sel[1]  & !i_sel[0]);
  assign tmp[7] = (i_sel[2]  &  i_sel[1]  &  i_sel[0]);
  and_32x1 a0(.o_data(res[0]), .i_bit(tmp[0]), .i_data(i_data0));
  and_32x1 a1(.o_data(res[1]), .i_bit(tmp[1]), .i_data(i_data1));
  and_32x1 a2(.o_data(res[2]), .i_bit(tmp[2]), .i_data(i_data2));
  and_32x1 a3(.o_data(res[3]), .i_bit(tmp[3]), .i_data(i_data3));
  and_32x1 a4(.o_data(res[4]), .i_bit(tmp[4]), .i_data(i_data4));
  and_32x1 a5(.o_data(res[5]), .i_bit(tmp[5]), .i_data(i_data5));
  and_32x1 a6(.o_data(res[6]), .i_bit(tmp[6]), .i_data(i_data6));
  and_32x1 a7(.o_data(res[7]), .i_bit(tmp[7]), .i_data(i_data7));
  assign o_res  = res[0] | res[1] | res[2] | res[3] | res[4] | res[5] | res[6] | res[7];
endmodule
--- design/flow/run.sh ---
#!/bin/bash
# OpenROAD 26Q1-2900-gdf79404cd8, Yosys 0.63+post, stock flow scripts
make -C /OpenROAD-flow-scripts/flow DESIGN_CONFIG=/design/flow/config.mk WORK_HOME=/design/flow/orfs finish
==> flow_summary.yaml <==
# physical design summary
outcome:
  status: "finished, violations left"
  violations: "negative setup slack"
logic_synthesis:
  postSynthAreaPerCell_um2: 20.9
  aoi_share_pct: 0
  ys_sh_simple_pct: 0
  synthesis.area_um2: 815
  yosys_area_um2: 815
  ys_cells: 39
  ys_sh_xor_pct: 0
  yosysSeqAreaShare_pct: 0
  syn_inst: 39
  muxShareOfSynthArea_pct: 89.4
  top_logic_kind: "multiplexers"
  ys_types: 5
  ys_warn_count: 1
  synth_adder_area_share_pct: 0
route:
  drtIter0Drc: 6
  viasPerCell: 4.39
  routed_wl_um: 6620
  num_vias: 1216
  dr.pass1.iters: 3
  drc: 0
  routedWlPerCell_um: 23.9
  postRouteAntennaNets: 0
floorplan:
  die_x_um: 94
  rows: 26
  io_pins: 162
  initial_core_util_pct: 15.6
  die_area_um2: 8840
  die_h_um: 94
  coreArea_um2: 5200
grt:
  grt_use_total_pct: 14.3
  grt_pass1_wl_um: 9360
  antenna_found_initial: 1
  grt_pass1_vias: 1449
  grt_max_degree: 17
  overflow: 0
placed_design:
  place_inst: 267
  post_dp_cell_area_um2: 2480
  dp_hpwl_um: 5700
  placement.io_buffers: 162
  gp_congestion: 0.893
worst_setup_path:
  arrival_ns: 1.12
  slowest_stage: "mux4_2"
  path_class: "in -> out"
  path_max_fanout: 8
  cp.required_ns: 0.80
  crit_path_cell_trace: "buf_16 -> clkbuf_16 -> mux4_2 -> buf_2"
  crit_start: "i_sel[0]"
  critPathMaxStageDelay_ns: 0.49
  setup.worst_path.start_class: "primary input"
  end_kind: "output pin"
power:
  p_per_area_nw_per_um2: 367
  p_leak_nw: 1.14
  max-vdd-ir-drop_mv: 0.177
clocking:
  holdBufCountCts: 0
cells_and_area:
  design_area_um2: 2370
  drive_gt1_share_pct: 37.6
  ff_count: 0
  area_growth_pct: 191
  regArea_um2: 0
  clock_buffers: 0
  nFillCells: 538
  stdcell_count: 277
  layout.area.comb_um2: 721
job:
  warnings: 35
  drv_cap: 0
min_path:
  hp-class: "in -> out"
  min_to: "o_res[9]"
  min_from: "i_data0[9]"
  hold_depth: 3
timing:
  rsz0062_at_grt: "true"
  setup_viol: 32
  layout_setup_ws_ns: -0.318
  tightest_slew_ns: 0.109
  fmax_mhz: 759
  period_needed_ns: 1.32
  hold_viol_final: 0
  min_period_over_period_pct: 132
  slew_violations: 0
  slew_headroom_pct: 92.8
-- what timing repair did --
item                       4_1_cts  5_1_grt
setup endpoints to repair       32       32
gates resized                  254        0
buffers inserted                 2        0
cloned                           5        1
pin swaps                        0        0
-- cells by family (layout without fill, tap and decap cells) --
group / after synthesis / after routing
muxes: 32 / 32
buffers and inverters: 7 / 173
other: 0 / 2
-- critical path, delay by kind of cell --
kind | cells | cell delay [ns]
mux | 1 | 0.49
buf+inv | 3 | 0.43
-- per-stage QoR --
step	setup WS (ns)	hold WS (ns)	TNS, ns	total power, mW	util (%)
2_1_floorplan	-0.0916	0.486	-2.75	0.287	-
3_3_place_gp	-0.917	1.29	-28.67	1.08	47.6
3_5_place_dp	-0.912	1.29	-28.52	1.08	47.6
4_1_cts	-0.320	0.892	-9.48	0.878	45.0
5_1_grt	-0.350	0.903	-10.31	0.940	45.5
6_report	-0.318	0.886	-9.36	0.871	45.6
-- layer usage --
metal	track usage [%]	part of all wire, %	vias to the layer above
met1	16.0	34	599
met5	0	0	-
li1	-	-	545
met4	0	0	0
met3	4.85	8.6	0
met2	27.1	58	72
-- synth_stat cells --
master | number | share of area, %
mux4_2 | 30 | 83
buf_12 | 3 | 7.4
mux4_1 | 2 | 6.5
buf_2 | 3 | 1.8
buf_6 | 1 | 1.4
-- report_power, final --
group / leakage, nW / switching (mW) / total, mW / internal (mW)
registers: 0 / 0 / 0 / 0
clock network: 0.0000127 / 0 / 0.000000268 / 0.000000268
logic: 1.14 / 0.228 / 0.871 / 0.644
-- placed cells by master, fill, tap and decap left out --
cell type,synthesis,final
buf_12,3,3
buf_16,0,5
buf_2,3,32
buf_4,0,3
bufbuf_16,0,1
clkbuf_16,0,1
diode_2,0,2
dlygate4sd2_1,0,128
mux4_2,30,32
-- area by class of cell --
cell class                 count  share of cell area [%]
tap                           70                    3.69
multi-input combinational     32                    30.4
antenna                        2                   0.211
timing repair buffer         173                    65.7
-- how the worst max path moves through the flow --
stage | slack, ns | cells past startpoint | to
CTS | -0.32 | 4 | o_res[22]
global route | -0.35 | 4 | o_res[23]
finish | -0.32 | 4 | o_res[29]
Power and IR drop assume default switching activity.
