==> ./constraint.sdc <==
current_design ALU_32b_2

set clk_period 40.6
set clk_io_pct 0.2

create_clock -name clk0 -period $clk_period

set non_clock_inputs [all_inputs -no_clocks]
set_input_delay [expr $clk_period * $clk_io_pct] -clock clk0 $non_clock_inputs
set_output_delay [expr $clk_period * $clk_io_pct] -clock clk0 [all_outputs]
==> ./design.v <==
module ALU_32b_1(o_data, o_addSubOverflow, i_dataA, i_dataB, i_m, i_sel, i_clk);
  output[31:0] o_data;
  output o_addSubOverflow;
  input[31:0] i_dataA, i_dataB;
  input i_m;
  input[1:0] i_sel;
  input i_clk;
  reg[31:0] o_data;
  reg o_addSubOverflow;
  always@(posedge i_clk)
    case({i_m, i_sel})
      3'b000: begin
        o_data = ~i_dataA + 1;
        o_addSubOverflow = 1'b0;
      end
      3'b001: begin
        o_data = i_dataA & i_dataB;
        o_addSubOverflow = 1'b0;
      end
      3'b010: begin
        o_data = i_dataA ^ i_dataB;
        o_addSubOverflow = 1'b0;
      end
      3'b011: begin
        o_data = i_dataA | i_dataB;
        o_addSubOverflow = 1'b0;
      end
      3'b100: begin
        o_data = i_dataA - 1;
        o_addSubOverflow = 1'b0;
      end
      3'b101: begin
        {o_addSubOverflow, o_data} = i_dataA + i_dataB;
      end
      3'b110: begin
        {o_addSubOverflow, o_data} = i_dataA - i_dataB;
      end
      3'b111: begin
        o_data = i_dataA + 1;
        o_addSubOverflow = 1'b0;
      end
    endcase
endmodule
module ALU_32b_2(o_data, o_addSubOverflow, i_dataA, i_dataB, i_m, i_sel);
  output[31:0] o_data;
  output o_addSubOverflow;
  input[31:0] i_dataA, i_dataB;
  input i_m;
  input[1:0] i_sel;
  wire[31:0] o_data;
  wire o_addSubOverflow;  
  wire[31:0] res[7:0];
  wire of_adder, of_subtractor;
  assign o_addSubOverflow = ((i_m & ~i_sel[1] & i_sel[0]) & of_adder) 
										| ((i_m & i_sel[1] & ~i_sel[0]) & of_subtractor);
  complement_32b c0(
    .o_data(res[0]),
    .i_data(i_dataA)
    );
   assign res[1] = i_dataA & i_dataB;
   assign res[2] = i_dataA ^ i_dataB;
   assign res[3] = i_dataA | i_dataB;
  subtractor_32b s0(
    .o_res(res[4]), 
    .i_dataA(i_dataA), 
    .i_dataB(32'b1),  
    .i_cin(1'b0)
    );
  fa_32b fa0(
    .o_cout(of_adder), 
    .o_sum(res[5]), 
    .i_dataA(i_dataA), 
    .i_dataB(i_dataB), 
    .i_cin(1'b0)
    );
  subtractor_32b s1(
    .o_cout(of_subtractor), 
    .o_res(res[6]), 
    .i_dataA(i_dataA), 
    .i_dataB(i_dataB), 
    .i_cin(1'b0)
    );
  fa_32b fa1(
    .o_sum(res[7]), 
    .i_dataA(i_dataA), 
    .i_dataB(32'b1),  
    .i_cin(1'b0)
    );
  mux8to1_rtl_32b m0(
    .o_res(o_data), 
    .i_sel({i_m, i_sel}), 
    .i_data0(res[0]), 
    .i_data1(res[1]),
    .i_data2(res[2]), 
    .i_data3(res[3]), 
    .i_data4(res[4]), 
    .i_data5(res[5]), 
    .i_data6(res[6]), 
    .i_data7(res[7])
    );
endmodule
module and_32x1(o_data, i_data, i_bit);
  output[31:0] o_data;
  input[31:0] i_data;
  input i_bit;
  assign o_data[0] = i_data[0] & i_bit;
  assign o_data[1] = i_data[1] & i_bit;
  assign o_data[2] = i_data[2] & i_bit;
  assign o_data[3] = i_data[3] & i_bit;
  assign o_data[4] = i_data[4] & i_bit;
  assign o_data[5] = i_data[5] & i_bit;
  assign o_data[6] = i_data[6] & i_bit;
  assign o_data[7] = i_data[7] & i_bit;
  assign o_data[8] = i_data[8] & i_bit;
  assign o_data[9] = i_data[9] & i_bit;
  assign o_data[10] = i_data[10] & i_bit;
  assign o_data[11] = i_data[11] & i_bit;
  assign o_data[12] = i_data[12] & i_bit;
  assign o_data[13] = i_data[13] & i_bit;
  assign o_data[14] = i_data[14] & i_bit;
  assign o_data[15] = i_data[15] & i_bit;
  assign o_data[16] = i_data[16] & i_bit;
  assign o_data[17] = i_data[17] & i_bit;
  assign o_data[18] = i_data[18] & i_bit;
  assign o_data[19] = i_data[19] & i_bit;
  assign o_data[20] = i_data[20] & i_bit;
  assign o_data[21] = i_data[21] & i_bit;
  assign o_data[22] = i_data[22] & i_bit;
  assign o_data[23] = i_data[23] & i_bit;
  assign o_data[24] = i_data[24] & i_bit;
  assign o_data[25] = i_data[25] & i_bit;
  assign o_data[26] = i_data[26] & i_bit;
  assign o_data[27] = i_data[27] & i_bit;
  assign o_data[28] = i_data[28] & i_bit;
  assign o_data[29] = i_data[29] & i_bit;
  assign o_data[30] = i_data[30] & i_bit;
  assign o_data[31] = i_data[31] & i_bit;
endmodule
module complement_32b(o_data, i_data);
  output[31:0] o_data;
  input[31:0]  i_data;
  wire[31:0]  tmp;
  assign tmp = ~i_data;
  fa_32b fa0(
    .o_sum(o_data),
    .i_dataA(tmp),
    .i_dataB(32'b01),
    .i_cin(1'b0)
    );
endmodule
module fa_1b(cout,sum,a,b,cin);
output sum, cout;
input a, b, cin;
wire t0, t1, t2;
xor (t0,  a,  b);
xor (sum, t0, cin);
and (t1,  a,   b);
and (t2,  cin, t0);
or (cout, t1,  t2);
endmodule
module fa_2b( o_cout, o_sum, i_dataA, i_dataB, i_cin);
  output[1:0] o_sum;
  output o_cout;
  input[1:0] i_dataA, i_dataB;
  input i_cin;
  wire t0;  
  fa_1b a0 (.cout(t0),     .sum(o_sum[0]),  .a(i_dataA[0]), .b(i_dataB[0]), .cin(i_cin));
  fa_1b a1 (.cout(o_cout), .sum(o_sum[1]),  .a(i_dataA[1]), .b(i_dataB[1]), .cin(t0));
endmodule
module fa_4b( o_cout, o_sum, i_dataA, i_dataB, i_cin);
  output[3:0] o_sum;
  output o_cout;
  input[3:0] i_dataA, i_dataB;
  input i_cin;
  wire t0, t1, t2;  
  fa_1b a0 (.cout(t0),     .sum(o_sum[0]),  .a(i_dataA[0]), .b(i_dataB[0]), .cin(i_cin));
  fa_1b a1 (.cout(t1),     .sum(o_sum[1]),  .a(i_dataA[1]), .b(i_dataB[1]), .cin(t0));
  fa_1b a2 (.cout(t2),     .sum(o_sum[2]),  .a(i_dataA[2]), .b(i_dataB[2]), .cin(t1));
  fa_1b a3 (.cout(o_cout), .sum(o_sum[3]),  .a(i_dataA[3]), .b(i_dataB[3]), .cin(t2));
endmodule
module fa_8b( o_cout, o_sum, i_dataA, i_dataB, i_cin);
  output[7:0] o_sum;
  output o_cout;
  input[7:0] i_dataA, i_dataB;
  input i_cin;
  wire[6:0] t;  
  fa_1b a0 (.cout(t[0]),   .sum(o_sum[0]),  .a(i_dataA[0]), .b(i_dataB[0]), .cin(i_cin));
  fa_1b a1 (.cout(t[1]),   .sum(o_sum[1]),  .a(i_dataA[1]), .b(i_dataB[1]), .cin(t[0]));
  fa_1b a2 (.cout(t[2]),   .sum(o_sum[2]),  .a(i_dataA[2]), .b(i_dataB[2]), .cin(t[1]));
  fa_1b a3 (.cout(t[3]),   .sum(o_sum[3]),  .a(i_dataA[3]), .b(i_dataB[3]), .cin(t[2]));
  fa_1b a4 (.cout(t[4]),   .sum(o_sum[4]),  .a(i_dataA[4]), .b(i_dataB[4]), .cin(t[3]));
  fa_1b a5 (.cout(t[5]),   .sum(o_sum[5]),  .a(i_dataA[5]), .b(i_dataB[5]), .cin(t[4]));
  fa_1b a6 (.cout(t[6]),   .sum(o_sum[6]),  .a(i_dataA[6]), .b(i_dataB[6]), .cin(t[5]));
  fa_1b a7 (.cout(o_cout), .sum(o_sum[7]),  .a(i_dataA[7]), .b(i_dataB[7]), .cin(t[6]));
endmodule
module fa_16b( o_cout, o_sum, i_dataA, i_dataB, i_cin);
  output[15:0] o_sum;
  output o_cout;
  input[15:0] i_dataA, i_dataB;
  input i_cin;
  wire tmp;  
  fa_8b a0 (.o_cout(tmp),    .o_sum(o_sum[7:0]),  .i_dataA(i_dataA[7:0]),  .i_dataB(i_dataB[7:0]),  .i_cin(i_cin));
  fa_8b a1 (.o_cout(o_cout), .o_sum(o_sum[15:8]), .i_dataA(i_dataA[15:8]), .i_dataB(i_dataB[15:8]), .i_cin(tmp));
endmodule
module fa_32b( o_cout, o_sum, i_dataA, i_dataB, i_cin);
  output[31:0] o_sum;
  output o_cout;
  input[31:0] i_dataA, i_dataB;
  input i_cin;
  wire tmp;  
  fa_16b a0 (.o_cout(tmp),    .o_sum(o_sum[15:0]),  .i_dataA(i_dataA[15:0]),  .i_dataB(i_dataB[15:0]),  .i_cin(i_cin));
  fa_16b a1 (.o_cout(o_cout), .o_sum(o_sum[31:16]), .i_dataA(i_dataA[31:16]), .i_dataB(i_dataB[31:16]), .i_cin(tmp));
endmodule
module mux2to1_rtl(o_res, i_sel, i_data0, i_data1);
  parameter n = 32;  
  output[n-1:0] o_res;
  input i_sel;
  input[n-1:0]  i_data0, i_data1;
  wire[n-1:0] tmp[1:0];
  wire sel_;
  assign sel_ = ~i_sel;
  and_nx1 #(n) a0(.o_data(tmp[0]), .i_data(i_data0), .i_bit(sel_));
  and_nx1 #(n) a1(.o_data(tmp[1]), .i_data(i_data1), .i_bit(i_sel));
  assign o_res = tmp[0] | tmp[1];
endmodule
module mux4to1_rtl(o_res, i_sel, i_data0, i_data1, i_data2, i_data3);
  parameter n = 32;  
  output[n-1:0] o_res;
  input[1:0] i_sel;
  input[n-1:0]  i_data0, i_data1, i_data2, i_data3;
  wire[n-1:0] w0[3:0], w1[3:0];
  wire[1:0] sel_;
  assign sel_ = ~i_sel;  
  assign w0[0] =  sel_[1] &  sel_[0];
  assign w0[1] =  sel_[1] & i_sel[0];
  assign w0[2] = i_sel[1] &  sel_[0];
  assign w0[3] = i_sel[1] & i_sel[0];
  and_nx1 #(n) and_nx10(.o_data(w1[0]), .i_data(i_data0), .i_bit(w0[0]));
  and_nx1 #(n) and_nx11(.o_data(w1[1]), .i_data(i_data1), .i_bit(w0[1]));
  and_nx1 #(n) and_nx12(.o_data(w1[2]), .i_data(i_data2), .i_bit(w0[2]));
  and_nx1 #(n) and_nx13(.o_data(w1[3]), .i_data(i_data3), .i_bit(w0[3]));
  assign o_res = w1[0] | w1[1] | w1[2] | w1[3];
endmodule
module mux2to1_rtl_1b(o_res, i_sel, i_bit0, i_bit1);
  output o_res;
  input i_sel;
  input i_bit0, i_bit1;
  wire tmp[1:0];
  assign tmp[0] = ~i_sel  & i_bit0;
  assign tmp[1] = i_sel & i_bit1;
  assign o_res  = tmp[0] | tmp[1];
endmodule
module mux4to1_rtl_1b(o_res, i_sel, i_data0, i_data1, i_data2, i_data3);
  output o_res;
  input[1:0] i_sel;
  input i_data0, i_data1, i_data2, i_data3;
  wire tmp[3:0];
  assign tmp[0] = ~i_sel[1] & ~i_sel[0] & i_data0;
  assign tmp[1] = ~i_sel[1] & i_sel[0]  & i_data1;
  assign tmp[2] = i_sel[1]  & ~i_sel[0] & i_data2;
  assign tmp[3] = i_sel[1]  & i_sel[0]  & i_data3;
  assign o_res  = tmp[0] | tmp[1] | tmp[2] | tmp[3];
endmodule
module mux2to1_rtl_32b(o_res, i_sel, i_data0, i_data1);
  output[31:0] o_res;
  input i_sel;
  input[31:0] i_data0, i_data1;
  wire[1:0] tmp;
  wire[31:0] res[1:0];
  assign tmp[0] = !i_sel;
  assign tmp[1] =  i_sel;
  and_32x1 a0(.o_data(res[0]), .i_bit(tmp[0]), .i_data(i_data0));
  and_32x1 a1(.o_data(res[1]), .i_bit(tmp[1]), .i_data(i_data1));
  assign o_res = res[0] | res[1];
endmodule
module mux4to1_rtl_32b(o_res, i_sel, i_data0, i_data1, i_data2, i_data3);
  output[31:0] o_res;
  input[1:0] i_sel;
  input[31:0] i_data0, i_data1, i_data2, i_data3;
  wire[3:0] tmp;
  wire[31:0] res[3:0];
  assign tmp[0] = (!i_sel[1]  & !i_sel[0]);
  assign tmp[1] = (!i_sel[1]  &  i_sel[0]);
  assign tmp[2] = ( i_sel[1]  & !i_sel[0]);
  assign tmp[3] = ( i_sel[1]  &  i_sel[0]);
  and_32x1 a0(.o_data(res[0]), .i_bit(tmp[0]), .i_data(i_data0));
  and_32x1 a1(.o_data(res[1]), .i_bit(tmp[1]), .i_data(i_data1));
  and_32x1 a2(.o_data(res[2]), .i_bit(tmp[2]), .i_data(i_data2));
  and_32x1 a3(.o_data(res[3]), .i_bit(tmp[3]), .i_data(i_data3));
  assign o_res  = res[0] | res[1] | res[2] | res[3];
endmodule
module mux8to1_rtl_32b(o_res, i_sel, i_data0, i_data1, i_data2, i_data3, i_data4, i_data5, i_data6, i_data7);
  output[31:0] o_res;
  input[2:0] i_sel;
  input[31:0] i_data0, i_data1, i_data2, i_data3, i_data4, i_data5, i_data6, i_data7;
  wire[7:0] tmp;
  wire[31:0] res[7:0];
  assign tmp[0] = (!i_sel[2] & !i_sel[1]  & !i_sel[0]);
  assign tmp[1] = (!i_sel[2] & !i_sel[1]  &  i_sel[0]);
  assign tmp[2] = (!i_sel[2] &  i_sel[1]  & !i_sel[0]);
  assign tmp[3] = (!i_sel[2] &  i_sel[1]  &  i_sel[0]);
  assign tmp[4] = (i_sel[2]  & !i_sel[1]  & !i_sel[0]);
  assign tmp[5] = (i_sel[2]  & !i_sel[1]  &  i_sel[0]);
  assign tmp[6] = (i_sel[2]  &  i_sel[1]  & !i_sel[0]);
  assign tmp[7] = (i_sel[2]  &  i_sel[1]  &  i_sel[0]);
  and_32x1 a0(.o_data(res[0]), .i_bit(tmp[0]), .i_data(i_data0));
  and_32x1 a1(.o_data(res[1]), .i_bit(tmp[1]), .i_data(i_data1));
  and_32x1 a2(.o_data(res[2]), .i_bit(tmp[2]), .i_data(i_data2));
  and_32x1 a3(.o_data(res[3]), .i_bit(tmp[3]), .i_data(i_data3));
  and_32x1 a4(.o_data(res[4]), .i_bit(tmp[4]), .i_data(i_data4));
  and_32x1 a5(.o_data(res[5]), .i_bit(tmp[5]), .i_data(i_data5));
  and_32x1 a6(.o_data(res[6]), .i_bit(tmp[6]), .i_data(i_data6));
  and_32x1 a7(.o_data(res[7]), .i_bit(tmp[7]), .i_data(i_data7));
  assign o_res  = res[0] | res[1] | res[2] | res[3] | res[4] | res[5] | res[6] | res[7];
endmodule
module subtractor_32b(o_cout, o_res, i_dataA, i_dataB, i_cin);
  output o_cout;
  output[31:0] o_res;
  input[31:0]  i_dataA, i_dataB;
  input i_cin;
  wire[31:0] tmp;
  wire cout_;
  assign o_cout = ~cout_;
  complement_32b c0 (
    .o_data(tmp),
    .i_data(i_dataB)
    );
  fa_32b fa0(
    .o_cout(cout_),
    .o_sum(o_res),
    .i_dataA(i_dataA),
    .i_dataB(tmp),
    .i_cin(i_cin)
    );
endmodule
==> ./config.mk <==
export PLATFORM = sky130hd
export DESIGN_NAME = ALU_32b_2
export DESIGN_NICKNAME = ALU_32b_2
export VERILOG_FILES = /design/flow/design.v
export SDC_FILE = /design/flow/constraint.sdc
export NUM_CORES = 4
export LEC_CHECK = 1
export CORE_UTILIZATION = 30
==> ./run.sh <==
#!/bin/bash
# OpenROAD 26Q1-2900-gdf79404cd8, Yosys 0.63+post, stock flow scripts
make -C /OpenROAD-flow-scripts/flow DESIGN_CONFIG=/design/flow/config.mk WORK_HOME=/design/flow/orfs finish
==> run notes <==
The initial utilization of the core area, before any placement, comes to 30.8%. The final layout contains routed wiring with a total length of 14.6 mm. The fraction of synthesized cell area taken by the top area cell type was 34.5%; the sequential area share after synthesis was 0%.

The power report puts the net switching power at 34.4 uW. The tools report the register share of total power as 0%. The run gives 0 as the post-cts hold buffer count. Detailed-route iteration 0 reported a violation count of 178.

The number of fill cells was 1816; the proportion of power drawn by the clock network was 0%. The run gives 65 for the number of logged tool warnings. The kind of path behind the tightest hold check was in -> out. Buffers added to address setup during post-CTS repair amount to 0. TritonRoute reported its final design rule violation total as 0. The run gives 73.5% for the portion of the clock cycle consumed by the worst path in the final layout. With the y dimension of the die at 138 um, the via density per instance is 4.94. Combinational cells account for 100.0% of the total power.

The timing report shows the most common cell along the critical path to be sky130_fd_sc_hd__fa_1. The detailed-router iteration count before antenna repair was 23. In the synthesis report, Yosys lists the chip area as 0.00558 mm^2. Yosys attributes the largest share of cell area to sky130_fd_sc_hd__ha_1 (35%), sky130_fd_sc_hd__fa_1 (22%), sky130_fd_sc_hd__inv_1 (5.2%).

The run gives 0.0181 mm^2 as the core outline area. Max fanout on the critical path was recorded as 5. Setup repair after global routing left no endpoint under its margin. The global-route wire length before repair was 24.1 mm; the distinct cell type count after synthesis was 49.

With the area used by multi-input combinational logic at 0.00507 mm^2, the relative area change from synthesis to final layout is 20.1%. The final max-slew violation count recorded for this run is 0. The final hold violation count was 0. Synthesis handed over a netlist of 601 instances. After layout, the clock buffer instance count stands at 0. The layout report lists the combined flip-flop and latch area as 0 um^2. The cell count in the Yosys report came out at 601. The setup TNS was 0 ns. Type of element capturing the critical path: an output pin. For reference, the placement row count at floorplan is 49. In this run the remaining antenna-violating nets after routing total 0. The power report puts the leakage power at 3.27 nW.

TritonRoute output was used to compute an average wire per cell of 16.1 um. The die is 138 um wide. The run gives 16.1% for the total global-route track usage. Per the finish-stage timing summary, setup violations number 0. For the worst setup path, the data required time is 32.48 ns. The run gives 47.3% for the switching power as a share of total power. The startpoint-to-endpoint class of the critical path was in -> out. In the synthesized netlist, the cells that appear most often are sky130_fd_sc_hd__ha_1 (154), sky130_fd_sc_hd__inv_1 (78), sky130_fd_sc_hd__fa_1 (62).

Entering global routing, the biggest net connects 72 pins. Counting the warning lines in the Yosys log gives 2. A synthesized cell averages 9.28 um^2.

The run gives 0 for the post-cts gate resize count. The cell with the most instances after synthesis was sky130_fd_sc_hd__ha_1. The run gives 0.00558 mm^2 as the post-synthesis cell area. The final period demand of the worst path came out at 29.84 ns.

The power density over cell area is 10.9 mW/mm^2, and the chip area is 0.0191 mm^2. The run gives 0 for the tally of max-capacitance violations. The slowest stage of the critical path is the sky130_fd_sc_hd__clkdlybuf4s50_1 cell. The run gives 0 as the antenna cell count. In the power breakdown, the internal column shows 38.4 uW. With the arrival time at the worst endpoint at 21.72 ns, the largest stage delay on the critical path is 0.57 ns.

The tools report the critical path launch point type as an input pin. VDD sags by at most 0.00293 mV. Per the final layout report, the fraction of cells sized above drive strength 1 comes to 5.04%.

The placer's final routability congestion estimate is 0.861. Pin placement for this block handled 100 I/O pins. The run finished with clean final reports. Across all layers, the routed design uses 4462 vias. Per the post-run analysis, buffers plus inverters along the critical path come to 5. Total power for the finished layout comes to 72.8 uW.

The port buffer count works out to 100. The most area-hungry cell type in the Yosys netlist is sky130_fd_sc_hd__ha_1. Number of global-route vias before repair: 4652. The wire-length estimate of the detail-placed layout is 12.0 mm.

The number of sequential storage elements is 0, and the peak clock frequency supported by timing is 33.5 MHz. For the initial antenna violation count, the log shows 0. The transition time recorded at the tightest slew-check pin is 0.744 ns.

Broken down by cell family, the worst path's largest delay share belongs to adder cells. The tools report the global route total overflow as 0. For the relative slew slack, the log shows 50.4%.
-- cell families (layout without fill, tap and decap cells) --
family / count (synthesis) / in the layout / synth area share [%]
adders and majority gates: 216 / 216 / 56.8
xor gates and xnor gates: 21 / 21 / 3.30
AOI/OAI and AO/OA: 130 / 130 / 15.8
and+or+nand+nor: 90 / 90 / 6.89
muxes: 31 / 31 / 8.05
buffers and inverters: 113 / 186 / 9.13
-- worst min-delay path: stages --
cell	delay, ns
sky130_fd_sc_hd__buf_4	0.17
sky130_fd_sc_hd__o221ai_1	0.19
sky130_fd_sc_hd__clkdlybuf4s50_1	0.44
-- path summary, 6_finish.rpt --
check / start / end / slack, ns / cells past startpoint
min: i_m / o_data[13] / 17.04 / 3
max: i_dataA[0] / o_data[31] / 10.76 / 40
-- power by group through the flow --
stage | clock (mW) | combinational [mW] | sequential (mW)
CTS | 0 | 0.0741 | 0
global route | 0 | 0.0833 | 0
finish | 0 | 0.0728 | 0
-- layer usage --
metal	wire length [um]	track usage (%)
met5	0	0
met4	79	0.769
met3	968	2.51
met2	6880	26.7
met1	6640	23.7
-- metrics by stage --
| step | hold slack [ns] | utilization [%] | worst slack [ns] | std cells | area, um^2 |
|---|---|---|---|---|---|
| 2_1_floorplan | 16.44 | - | 12.32 | 601 | 5580 |
| 3_3_place_gp | 17.07 | 37.1 | 10.81 | 903 | 6700 |
| 3_5_place_dp | 17.06 | 37.1 | 10.71 | 903 | 6700 |
| 4_1_cts | 17.06 | 37.1 | 10.70 | 903 | 6700 |
| 5_1_grt | 17.07 | 37.1 | 10.18 | 903 | 6700 |
| 6_report | 17.04 | 37.1 | 10.76 | 903 | 6700 |
-- cells in the final DEF, fill, tap and decap left out, drive strengths merged, types with 3 or more instances in the layout --
cell type,Yosys,routed
ha,154,154
clkdlybuf4s50,0,98
inv,78,78
fa,62,62
nand2,43,43
o21ai,37,37
nor2,28,28
a21oi,20,20
xor2,19,19
a22oi,14,14
o22ai,12,12
mux2,11,11
mux2i,10,10
mux4,10,10
buf,29,10
a221o,9,9
o221ai,7,7
nor2b,5,5
nand2b,4,4
o2bb2ai,4,4
and2,4,4
a221oi,3,3
a22o,3,3
o211ai,3,3
-- final cells by class --
cell class / count / share of cell area, %
repair buffers: 108 / 15.7
well taps: 229 / 4.28
multi-input cells: 488 / 75.6
inverters: 78 / 4.37
Power is estimated from default activity; no workload was simulated.
